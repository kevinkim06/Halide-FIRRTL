**flow/constraint.sdc**
```tcl
current_design FIFOBypass

set clk_period 1.7
set clk_io_pct 0.2

create_clock -name clk0 -period $clk_period [get_ports {clk}]

set non_clock_inputs [all_inputs -no_clocks]
set_input_delay [expr $clk_period * $clk_io_pct] -clock clk0 $non_clock_inputs
set_output_delay [expr $clk_period * $clk_io_pct] -clock clk0 [all_outputs]
```
**flow/design.v**
```verilog
`timescale 1 ns / 1 ps
module FlopSync #(parameter width=8)
     (input clk,
      input reset,
      input en,
      input [width-1:0] d,
      output reg [width-1:0] q);
   always @(posedge clk) begin
      if (reset)
        q <= 'b0;
      else if (en)
        q <= d;
   end
endmodule
module FIFOBypass #(parameter width=8, depth=1)
   (input clk,
    input              reset,
    input              enq,
    input              deq,
    input [width-1:0]  i,
    output             full_n,
    output             empty_n,
    output [width-1:0] o);
   reg [0:0]           capacity;
   parameter clogDepth = 0;  
   reg [width-1:0]                         entry [depth-1:0];
   wire [clogDepth-1:0]                     head, tail, nextHead, nextTail;
   parameter depthM1 = depth -1;
   wire                                      incTail;
   wire                                      incHead;
   assign empty_n = ~((capacity == depth) && (~enq));
   assign full_n = ~(capacity == 0 );
   assign incTail = enq && (capacity != depth && capacity != 0 ||
		            capacity == 0 && deq ||
		            capacity == depth && !deq);
   assign incHead = deq && capacity != depth;
   assign o = (capacity == depth)? i : entry[head];
   generate
      if (clogDepth == 0) begin
	 assign nextHead = 'b0;
	 assign nextTail = 'b0;
      end else begin
	 assign nextHead = (head == depthM1[clogDepth-1:0]) ? 'b0 : head + 1'b1;
	 assign nextTail = (tail == depthM1[clogDepth-1:0]) ? 'b0 : tail + 1'b1;
      end
   endgenerate
   always @(posedge clk) begin: queue_data
      if (!reset && incTail)
	entry[tail] <= i;
   end
   always @(posedge clk) begin: cap_logic
      if (reset)
	capacity <= depth;
      else begin
	 if (incTail && !deq) begin
	    capacity <= capacity - 1;
	 end else begin
	    if (incHead && !enq) begin
	       capacity <= capacity + 1;
	    end
	 end
      end
   end
   FlopSync #(.width(clogDepth)) headReg
     (.clk(clk), .reset(reset), .en(incHead), .d (nextHead), .q(head));
   FlopSync #(.width(clogDepth)) tailReg
     (.clk(clk), .reset(reset), .en(incTail), .d (nextTail), .q(tail));
endmodule
```
**flow/config.mk**
```make
export PLATFORM = sky130hd
export DESIGN_NAME = FIFOBypass
export DESIGN_NICKNAME = FIFOBypass
export VERILOG_FILES = /design/flow/design.v
export SDC_FILE = /design/flow/constraint.sdc
export NUM_CORES = 4
export LEC_CHECK = 1
export CORE_AREA = 10 10 70 70
export DIE_AREA = 0 0 80 80
```
**flow/run.sh**
```bash
#!/bin/bash
# OpenROAD 26Q1-2900-gdf79404cd8, Yosys 0.63+post, stock flow scripts
make -C /OpenROAD-flow-scripts/flow DESIGN_CONFIG=/design/flow/config.mk WORK_HOME=/design/flow/orfs finish
```
==> load_flow_metrics.sql <==
-- flow metrics import
INSERT INTO impl_metrics (metric_group, metric, value, unit) VALUES
('synth', 'synth.lib_cells_used.distinct', '13', ''),
('synth', 'synth_seq_share', '58.43', '%'),
('synth', 'postSynthCellCount', '27', ''),
('final_timing', 'fin_ws', '0.07709', 'ns'),
('cts', 'cts.hold.buffers_added', '0', ''),
('route', 'postRouteWirelength', '1.103', 'mm'),
('worst_setup_path', 'cp_slowest_cell', 'sky130_fd_sc_hd__clkdlybuf4s50_1', ''),
('synth', 'synth_stat.cells', '27', ''),
('synth', 'yosysWarningCount', '2', ''),
('route', 'antenna-diode-count', '0', ''),
('route', 'drtAntennaViolNets', '0', ''),
('final_timing', 'max_freq', '616.2', 'MHz'),
('final_timing', 'max_slew_violation_count', '0', ''),
('synth', 'synth_largest_type_area_fraction', '53.93', '%'),
('floorplan', 'fp.dieH', '80', 'microns'),
('route', 'first_iter_violations', '4', ''),
('placed_design', 'dp_hpwl', '934.9', 'microns'),
('floorplan', 'core.rowCount', '21', ''),
('placed_design', 'place.port_buffers', '21', ''),
('global_routing', 'grt_antenna_before_repair', '0', ''),
('synth', 'yosys.area_share.adder', '2.809', '%'),
('floorplan', 'design.portCount', '22', ''),
('synth', 'edf_count', '8', ''),
('synth', 'simple_gate_share', '4.775', '%'),
('cells_and_area', 'utilization', '23.15', '%'),
('pwr', 'p_int', '469.2', 'uW'),
('placed_design', 'place_ws', '-0.1083', 'ns'),
('synth', 'yosys.area.top_type', 'sky130_fd_sc_hd__edfxtp_1', ''),
('route', 'remaining_drc_errors', '0', ''),
('cells_and_area', 'syn2layout_area_growth', '77.53', '%'),
('global_routing', 'global_route_wire_length_before_repair', '1.690', 'mm'),
('synth', 'yosys.area_share.aoi', '2.247', '%'),
('synth', 'post_synth_xor_area_fraction', '0', '%'),
('final_timing', 'max_slew_margin', '85.64', '%'),
('cts', 'tritoncts.num_buffers', '3', ''),
('pwr', 'power.combinational.fraction', '28.7', '%'),
('outcome', 'outcome', 'complete, no violations', ''),
('synth', 'yosys.cell_count.top_type', 'sky130_fd_sc_hd__edfxtp_1', ''),
('pwr', 'p_per_area', '755.6', 'mW/mm^2'),
('cts', 'clock_sink_count', '9', ''),
('pwr', 'seq_power_share', '44.1', '%'),
('cts', 'htree_levels', '1', ''),
('route', 'wl_per_cell', '10.41', 'microns'),
('pwr', 'p_sw_share', '21.48', '%'),
('cts', 'clock_tree_from_tritoncts', 'built', ''),
('pwr', 'power.share.clock', '27.2', '%'),
('floorplan', 'area_of_the_placeable_core', '0.003416', 'sq mm'),
('global_routing', 'grt.total_usage', '3.311', '%'),
('final_timing', 'worst-slew-pin-transition', '0.2132', 'ns'),
('final_timing', 'min_period_over_period', '95.47', '%'),
('global_routing', 'gr-total-overflow', '0', ''),
('synth', 'post_synth_main_logic_family', 'multiplexers', ''),
('cts', 'cts_max_path_buffers', '2', ''),
('floorplan', 'die-area', '0.006400', 'sq mm'),
('synth', 'top_cells_by_count', 'sky130_fd_sc_hd__edfxtp_1 (8), sky130_fd_sc_hd__mux2_4 (7), sky130_fd_sc_hd__nor2_1 (2)', ''),
('synth', 'postSynth.topFlopCell', 'sky130_fd_sc_hd__edfxtp_1', ''),
('job', 'cap_viol_max_count', '0', ''),
('cts', 'cts.clk_slew.worst_paths', '0.06', 'ns'),
('worst_setup_path', 'critical_path_required', '1.36', 'ns'),
('synth', 'async_set_or_reset_flop_fraction_in_the_synthesized_netlist', '0', '%'),
('route', 'viasPerCell', '3.283', ''),
('final_timing', 'final_skew', '0.002968', 'ns'),
('synth', 'synth.top_cells.by_area', 'sky130_fd_sc_hd__edfxtp_1 (54%), sky130_fd_sc_hd__mux2_4 (24%), sky130_fd_sc_hd__dfxtp_1 (4.5%), sky130_fd_sc_hd__ha_1 (2.8%), sky130_fd_sc_hd__buf_6 (2.5%)', ''),
('floorplan', 'fp_util', '13.04', '%'),
('worst_setup_path', 'critPathArrivalTime', '1.28', 'ns'),
('worst_setup_path', 'worstPathCellList', 'clkdlybuf4s50_1 > mux2_1 > dlygate4sd2_1', ''),
('final_timing', 'min_tclk_post_route', '1.623', 'ns'),
('worst_setup_path', 'timing.critical_path.slowest_cell_delay', '0.42', 'ns'),
('global_routing', 'maximum_number_of_pins_on_one_net_before_global_route_repair', '9', ''),
('synth', 'syn_area', '445.4', 'sq um'),
('pwr', 'switching_pwr', '128.3', 'uW');
cells by family (layout without fill, tap and decap cells):
kind of cell	after synthesis	in the layout
simple gates	4	4
compound gates	2	2
flops	9	9
mux	9	9
buf+inv	2	35
fa+ha+maj	1	1
per-stage QoR:
step           total power [mW]   TNS (ns)  cells  area (sq um)  hold slack, ns
2_1_floorplan            0.3322          0     27         450.4          0.4389
3_3_place_gp             0.4375     -1.288     98         744.5          0.7086
3_5_place_dp             0.4409     -1.462     98         744.5          0.7258
4_1_cts                  0.6202  -0.002864    106         804.5          0.4300
5_1_grt                  0.6460          0    106         790.8          0.4341
6_report                 0.5975          0    106         790.8          0.4491
worst paths after layout:
path,from,end,cells after the start
hold reg to reg,capacity,capacity,3
setup reg to reg,capacity,entry[0][0],5
hold / removal,i[6],entry[0][6],1
setup / recovery,i[3],o[3],3
per-layer routing:
| layer | share of wire, % | GRT usage (%) | routed length [microns] |
|---|---|---|---|
| met2 | 49 | 5.538 | 542 |
| met3 | 11 | 1.818 | 122 |
| met4 | 0 | 0.5282 | 0 |
| met5 | 0 | 0 | 0 |
| met1 | 40 | 3.670 | 438 |
flip-flops by register name (all words and copies together) (netlist names):
signal,count
capacity,1
entry,8
area by class of cell:
cell class	instances	area (sq um)
tap	46	57.56
multi-input combinational	16	175.2
fill	381	2625
sequential	9	264.0
timing repair buffer	30	264.0
clock buffer	4	26.28
inverter	1	3.754
worst max-delay path: cells and delay by family:
family	cells	cell delay (ns)
buf+inv	2	0.66
mux	1	0.29
power by group through the flow:
stage,clock [mW],combinational (mW),sequential (mW)
CTS,0.175,0.181,0.263
global route,0.192,0.189,0.265
finish,0.162,0.172,0.263
timing repair:
item / 4_1_cts / 5_1_grt
buffers inserted: 4 / 0
setup endpoints to repair: 9 / 6
pin swaps: 0 / 0
gates resized: 18 / 6
layout by cell type (no fill, tap or decap), drive strengths merged, types with 2 or more instances in the layout:
master         synthesis  layout
o21ai                  2       2
edfxtp                 8       8
buf                    1       9
clkdlybuf4s50          0      10
mux2                   8       8
dlygate4sd2            0       6
nor2                   2       2
clkbuf                 0       8
Power and IR drop assume default switching activity.
